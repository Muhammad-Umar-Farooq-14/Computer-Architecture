File: ./run.sh
#!/bin/bash
# OpenROAD 26Q1-2900-gdf79404cd8, Yosys 0.63+post, stock flow scripts
make -C /OpenROAD-flow-scripts/flow DESIGN_CONFIG=/design/flow/config.mk WORK_HOME=/design/flow/orfs finish
File: ./config.mk
export PLATFORM = sky130hd
export DESIGN_NAME = counter5b
export DESIGN_NICKNAME = counter5b
export VERILOG_FILES = /design/flow/design.v
export SDC_FILE = /design/flow/constraint.sdc
export NUM_CORES = 4
export LEC_CHECK = 1
export CORE_AREA = 10 10 70 70
export DIE_AREA = 0 0 80 80
File: ./constraint.sdc
current_design counter5b

set clk_period 2.2
set clk_io_pct 0.2

create_clock -name clk0 -period $clk_period [get_ports {clk}]

set non_clock_inputs [all_inputs -no_clocks]
set_input_delay [expr $clk_period * $clk_io_pct] -clock clk0 $non_clock_inputs
set_output_delay [expr $clk_period * $clk_io_pct] -clock clk0 [all_outputs]
File: ./design.v
`timescale 1ns / 1ps
module counter5b(out,in,load,inc,rst,clk
    );
input load,inc,rst,clk;
output reg [4:0] out;
input [4:0] in;
always@(posedge clk or negedge rst)
begin
if(rst==0)
	out <= 0;
else if (load == 1)
	out <= in;
else if(inc ==1 )
	out <= out + 1;
end
endmodule
==> metrics.csv <==
stage,metric,value,unit
cts,Inserted Clock Buffers,3,
synth,Synth Instances,24,
power,leak pwr,0.0001702,uW
critical_path,Worst setup EP type,primary output,
power,Max VDD drop,0.2816,mV
synth,Post-synth regs,5,
finish,share of cells above drive strength 1,0.1000,
sta,RSZ-0062 raised after global routing,no,
cts,Latency at later pin,240,ps
synth,"area leader, netlist",dfrtp_1,
sta,final tally of setup violations,0,
place,Post-DP Area,432.9,um2
sta,"Min Clock Period, post-route",1602,ps
cts,# hold bufs at CTS,0,
synth,Unique cell types,11,
detailed_routing,n_diodes,0,
critical_path,CP Max Fanout,4,
sta,worst setup margin,597.5,ps
floorplan,Die Height,80,um
sta,final worst-path cycle share,0.7284,
place,DP Worst Slack,512.7,ps
detailed_routing,DR DRC count,0,
critical_path,Worst Path Required,1760,ps
floorplan,Init Core Util,0.07289,
sta,maximum clock rate,624.0,MHz
cts,clock-pin slew on the worst setup and hold paths,40,ps
synth,Post-synth seq share,0.5025,
sta,Max Slew Vio Count,0,
critical_path,Max stage delay on crit path,500,ps
critical_path,CP bufs+invs,1,
cts,Longest Clk Path Bufs,2,
synth,Post-Syn Area,249.0,um2
global_route,"Remaining Overflow, GRT",0,
synth,Synth warnings,1,
detailed_routing,DRT Wirelength,791,um
place,IO Port Bufs,13,
floorplan,die width,80,um
global_route,largest net degree at the start of global routing,10,
worst_hold_path,Worst Hold Class,input pin to async pin,
critical_path,Startpoint Class,flip-flop,
finish,most frequent logic cell in the layout,clkdlybuf4s50_1,
synth,Post-Syn Area per Cell,10.37,um2
floorplan,core box area,0.003416,mm2
detailed_routing,routed len/inst,9.198,um
global_route,total track usage,0.02739,
synth,# Cells Yosys,24,
sta,endpoints failing hold,0,
finish,# fillers,395,
flow_run,Max-cap violations,0,
synth,Top-area cell share,0.5025,
critical_path,cell family with most CP delay,buffers and inverters,
flow_run,tool warnings,25,
cts,CTS Sinks,5,
detailed_routing,ANT nets after route,0,
global_route,initial antenna violation count,0,
sta,setup tns final,0,ps
detailed_routing,DR iter-0 viols,2,
global_route,global-route wire length before repair,1.317,mm
critical_path,CP arrival,1160,ps
detailed_routing,vias,243,
finish,max reg flops,5,
cts,root buf cell,clkbuf_4,
place,Final Wtd Congestion,0.7225,
global_route,number of global-route vias before repair,270,
cts,TritonCTS clock tree,built,
cts,Post-CTS Resized,0,
floorplan,# rows,21,
synth,YS chip area,249.0,um2
floorplan,Top Ports,14,
sta,Slew @ Worst Pin,288.5,ps
finish,area delta synth->final,84.42,%
sta,Setup Skew,2.117,ps
finish,Finished Cell Area,459.2,um2
critical_path,CP max-delay cell,clkdlybuf4s50_1,
place,DP HPWL,640.2,um
finish,"Core Util, Final",0.1344,
cts,post-CTS setup buffer count,0,
critical_path,WS Path Type,flip-flop to primary output,
detailed_routing,Pre-antenna DRT Iters,2,
power,PD cells,635.6,mW/mm2
finish,Largest regs,out (5),
sta,Slew HR,0.8071,
finish,Largest Register,out,
status,status,"finished, final reports clean",
critical_path,crit path cell chain,clkdlybuf4s50_1,
synth,synth top area cells,"dfrtp_1 50%, nand2_1 7.5%, xnor2_1 7.0%",
floorplan,Die Area,0.006400,mm2
finish,Top cells excl fill/tap,"13 x clkdlybuf4s50_1, 5 x nand2_1, 5 x dfrtp_1, 3 x o21ai_0, 3 x clkbuf_4",
cts,H-tree depth,1,
detailed_routing,via density per instance,2.826,
[stage by stage]
stage / power [uW] / cells / hold WS [ps]
5_1_grt: 318.3 / 86 / 415.1
3_3_place_gp: 182.8 / 82 / 557.7
3_5_place_dp: 185.0 / 82 / 579.3
4_1_cts: 296.4 / 86 / 412.0
2_1_floorplan: 137.3 / 24 / 144.4
6_report: 291.9 / 86 / 415.1
[path summary, 6_finish.rpt]
path	from	endpoint	slack (ps)	depth (start not counted)
min in group clk0	out[4]	out[4]	590	2
setup / recovery	out[0]	out[0]	600	1
hold reg to reg	out[4]	out[4]	590	2
max in group asynchronous	rst	out[3]	1600	1
setup reg to reg	out[0]	out[4]	1070	4
hold / removal	rst	out[4]	420	1
[power breakdown]
part           switching, uW  total, uW  leakage, uW  internal (uW)
Clock                   38.7        107    0.0000150           68.6
Combinational           20.2       66.7    0.0000953           46.5
Sequential              13.8        118    0.0000600            104
Total                   72.7        292     0.000170            219
[cells in the mapped netlist]
| master | number |
|---|---|
| dfrtp_1 | 5 |
| nand2_1 | 5 |
| o21ai_0 | 3 |
| nand4_1 | 2 |
| xnor2_1 | 2 |
| xor2_1 | 2 |
| clkbuf_1 | 1 |
| ha_1 | 1 |
| mux2_2 | 1 |
| mux2i_1 | 1 |
| o21ai_1 | 1 |
[routing by layer]
layer,up-vias,GRT usage,share of wire,routed length (um)
met5,-,0,0,0
met4,0,0.005282,0.0051,4
met3,2,0.02614,0.16,127
met2,18,0.02327,0.22,174
met1,109,0.04217,0.61,485
li1,114,-,-,-
[cells by family after synthesis]
group | synth area share
AND-OR/OR-AND | 0.08037
XOR/XNOR | 0.1407
adder cells (fa/ha/maj) | 0.05024
buffers and inverters | 0.01506
flip-flops | 0.5025
multiplexers | 0.08543
AND/OR/NAND/NOR | 0.1256
[layout make-up]
class                           instances  area [um2]  area share
Sequential cell                         5       125.1      0.2725
Tap cell                               46       57.56      0.1253
Multi-Input combinational cell         18       120.1      0.2616
Timing Repair Buffer                   13       130.1      0.2834
Clock buffer                            4       26.28     0.05722
Power and IR drop assume default switching activity.
