===== flow/config.mk =====
export PLATFORM = sky130hd
export DESIGN_NAME = register16b
export DESIGN_NICKNAME = register16b
export VERILOG_FILES = /design/flow/design.v
export SDC_FILE = /design/flow/constraint.sdc
export NUM_CORES = 4
export LEC_CHECK = 1
export CORE_AREA = 10 10 70 70
export DIE_AREA = 0 0 80 80

===== flow/constraint.sdc =====
current_design register16b

set clk_period 1.5
set clk_io_pct 0.2

create_clock -name clk0 -period $clk_period [get_ports {clk}]

set non_clock_inputs [all_inputs -no_clocks]
set_input_delay [expr $clk_period * $clk_io_pct] -clock clk0 $non_clock_inputs
set_output_delay [expr $clk_period * $clk_io_pct] -clock clk0 [all_outputs]

===== flow/design.v =====
`timescale 1ns / 1ps
module register16b(out,in,clk,load,rst
    );
	 output reg [15:0] out;
	 input [15:0] in;
	 input load,rst,clk;
	 always@(posedge clk or negedge rst)
	 begin
		if(rst==0)
			out <= 0;
		else if (load==1)
			out <= in;
	 end
endmodule

===== flow/run.sh =====
#!/bin/bash
# OpenROAD 26Q1-2900-gdf79404cd8, Yosys 0.63+post, stock flow scripts
make -C /OpenROAD-flow-scripts/flow DESIGN_CONFIG=/design/flow/config.mk WORK_HOME=/design/flow/orfs finish

==> metrics.yaml <==
synth.area.top_cells: "dfrtp_1 (62%), mux2_4 (23%), mux2_2 (10%), buf_12 (3.1%), buf_6 (1.7%)"
core_sq_mm: 0.00342
ys_area_sq_um: 649
setup_tns_ns: 0
clock-sinks: 16
vias: 426
dp_hpwl_mm: 1.22
finalCriticalPeriod_ns: 1.42
yosysUniqueCellTypes: 5
skew_ns: 0
nFillCells: 357
syn_area_sq_um: 649
synth_warnings: 1
setup_violations: 0
dp.cells: 114
logic_family: "multiplexers"
layout-drive-gt1-share: 0.324
min_path_type: "primary input to asynchronous set/reset pin"
grt.busiest_layer: "met2"
top_cells_by_count: "dfrtp_1 (16), mux2_4 (10), mux2_2 (6)"
viasPerCell: 3.55
regArea_sq_um: 400
mux_share: 0.335
worstSetupStartpoint: "out[11]"
drv_slew: 0
cp_cell_sequence: "clkdlybuf4s50_1"
ys_cells: 34
edf_count: 0
ys.flops: 16
warning_count: 25
synth-main-ff-cell: "dfrtp_1"
worst_pin_slew_ns: 0.208
grt_usage: 0.0496
crit_path_max_fanout: 2
combGateArea_sq_um: 218
place.gp.congestion: 0.743
path_clk_slew_ns: 0.10
yosys.area.top_type_share: 0.617
die_h_um: 80
synthAoiAreaFrac: 0
gr-total-overflow: 0
power_density_mw_per_mm2: 910
met1_usage: 0.0640
cp_num_buf_inv: 1
required_ns: 1.20
htree_levels: 1
grt_pass1_vias: 478
numCtsBuffers: 3
status: "completed"
ys_seq_frac: 0.617
portBuffers: 34
leakage_nw: 0.480
grt_use_met2: 0.0666
insertedDiodeCount: 0
r2r_slack_ns: 0.62
firstDrtPassIters: 4
antenna_found_initial: 0
top_cell: "dfrtp_1"
synthAdderAreaFrac: 0
fp_util: 0.190
cp.depth: 1
finalHoldViolCount: 0
areaGrowthSynthToFinish_pct: 69.0
syn_avg_cell_area_sq_um: 19.1
r2r_end: "out[11]"
largest_register: "out"
crit_family: "buffers and inverters"
finalWirelength_mm: 1.59
clock.latency.late_pin_ns: 0.28
r2r-start: "out[11]"
synthCells: 34
crit_path_end_kind: "output port"
slew_headroom: 0.862
clockBufferDepth: 2
total_power_mw: 0.998
cp-endpoint: "out[11]"
rsz0062_at_grt: "no"
hold_buffers: 0
yosysTopAreaCell: "dfrtp_1"
grt_max_degree: 17
path_class: "flop to output port"
grtUsageMet3: 0.0386
largest_reg_flops: 16
drv_cap: 0
xor_share: 0
drc_errors: 0
clock.fmax_mhz: 704
cpPeakStageDelay_ns: 0.47
rr_worst_depth: 2
worstPathArrival_ns: 1.12
critPathLaunchType: "flop"
crit_slowest_cell: "clkdlybuf4s50_1"
ant_nets: 0
die_x_um: 80
avgRoutedWirePerCell_um: 13.3
first_iter_violations: 13
synth-simple-area-share: 0
grt_pass1_wl_mm: 2.46
top_regs: "out: 16 flops"
rows: 21
peakVddDrop_v: 0.000561
ios: 35
synth-async-reset-ratio: 1.00
dieArea_sq_mm: 0.00640
fin_cells: 120
period_used_share: 0.947
cts_tree: "built"
cts_root_buf: "clkbuf_4"
-- metal layers --
layer,up-vias,share of wire
li1,201,-
met1,198,0.42
met2,25,0.42
met3,2,0.15
met4,0,0.0050
met5,-,0
-- cell families after synthesis --
group / after synthesis
buffers and inverters: 2
muxes: 16
DFF: 16
-- placed cells by master, fill, tap and decap left out, drive strengths merged --
master / count
buf: 4
clkbuf: 4
dfrtp: 16
clkdlybuf4s50: 33
mux2: 16
dlymetal6s2s: 1
-- metrics by stage --
step,area (sq um),worst slack (ns),hold WS (ns),util
after detailed placement,1040,0.0452,0.494,0.305
after floorplan,649,0.538,0.00441,-
after CTS,1080,0.0377,0.330,0.316
after global placement,1040,0.0551,0.495,0.305
final,1100,0.0795,0.335,0.321
after global routing,1100,0.00245,0.346,0.321
-- worst min-delay path by stage --
stage | cells past startpoint | endpoint
4_1_cts | 2 | out[11]
5_1_grt | 2 | out[12]
6_report | 2 | out[0]
-- final cells by class --
type                            instances  share of cell area
Sequential cell                        16               0.365
Timing Repair Buffer                   38               0.351
Tap cell                               46              0.0525
Clock buffer                            4              0.0331
Multi-Input combinational cell         16               0.198
-- power by group --
part           internal, mW  total (mW)  leakage (nW)  switching, mW
logic                 0.175       0.219         0.272         0.0441
registers             0.474       0.497         0.187         0.0226
clock network         0.148       0.282        0.0210          0.134
-- timing repair --
action	CTS	global route
endpoints found under the setup margin	0	3
resized	0	1
setup buffers	0	2
Power is estimated from default activity; no workload was simulated.
