`design/flow/run.sh`:
```
#!/bin/bash
# OpenROAD 26Q1-2900-gdf79404cd8, Yosys 0.63+post, stock flow scripts
make -C /OpenROAD-flow-scripts/flow DESIGN_CONFIG=/design/flow/config.mk WORK_HOME=/design/flow/orfs finish
```
`design/flow/config.mk`:
```
export PLATFORM = sky130hd
export DESIGN_NAME = alu16b
export DESIGN_NICKNAME = alu16b
export VERILOG_FILES = /design/flow/design.v
export SDC_FILE = /design/flow/constraint.sdc
export NUM_CORES = 4
export LEC_CHECK = 1
export CORE_AREA = 10 10 102 102
export DIE_AREA = 0 0 112 112
```
`design/flow/design.v`:
```
`timescale 1ns / 1ps
 module alu16b(out,in1,in2,clk,rst,sel,zf
    );
output reg [15:0] out;
input [15:0] in1,in2;
input clk,rst;
output reg zf;
input [2:0] sel;
always@(*)
begin
case(sel)
0: out <= in1 + in2;
1: out <= in1 - in2;
2: out <= in1 & in2;
3: out <= in1 | in2;
4: out <= ~in1; 
5: out <= in1 ^ in2;
6: out <= in2;
default: out <= in1 + in2;
endcase
end
always@(posedge clk or negedge rst)
begin
	if(rst == 0)
		zf <= 0;
	else
		zf <= (out == 16'd0);
end
endmodule
```
`design/flow/constraint.sdc`:
```
current_design alu16b

set clk_period 12.5
set clk_io_pct 0.2

create_clock -name clk0 -period $clk_period [get_ports {clk}]

set non_clock_inputs [all_inputs -no_clocks]
set_input_delay [expr $clk_period * $clk_io_pct] -clock clk0 $non_clock_inputs
set_output_delay [expr $clk_period * $clk_io_pct] -clock clk0 [all_outputs]
```
==> results_slide.txt <==
Synthesis and Place & Route Summary

Routing
  • Iteration tally of the first detailed-router pass: 4
  • Drc violations: 0
  • Number of diodes: 0
  • Antenna violation net count after detailed routing: 0
  • Avg WL per Cell: 16.0 µm
  • Vias after detailed routing: 2820
  • Number of DRC violations after detailed-routing iteration 0: 152
  • Drt via density: 5.30
  • Post-detailed-routing wire length: 8.53 mm

Floorplanning
  • Die y size: 112 µm
  • Number of top-level pins: 54
  • Die area: 12500 µm²
  • FP Rows: 33
  • Floorplan utilization: 32.1%
  • Core ar.: 8220 µm²
  • Width of the die: 112 µm

Final timing
  • Final Cycle Share: 74.6%
  • Unrepaired setup endpoints after global routing: no
  • Number of slew-limit violations in the final report: 0
  • Fmax achieved: 107 MHz
  • Final count of negative-setup-slack endpoints: 0
  • Slew margin rel.: 51.8%
  • Worst-margin pin slew: 0.705 ns
  • Final hold violation count: 0
  • Minimum period implied by the final worst setup slack: 9.33 ns
  • Worst-case setup margin in the final layout: 3.17 ns
  • Setup Total Neg Slack: 0 ns

Synthesis
  • Top non-seq family: AND-OR/OR-AND gates
  • Post-synthesis area per instance: 6.87 µm²
  • Fraction of the mapped netlist area in compound gates: 33.1%
  • Fa+ha+maj area frac: 23.5%
  • Synth Warn #: 1
  • Post-Synth Simple-Gate Area: 22.0%
  • Synthesized netlist cell count: 384
  • Synth area leader: sky130_fd_sc_hd__ha_1
  • Flops & latches, synth: 1
  • Mux area share: 3.84%
  • Seq/Total Area, Yosys: 0.949%
  • Leading register cell type out of synthesis: sky130_fd_sc_hd__dfrtp_1
  • Chip Area, Yosys: 2640 µm²
  • Tally of unique sky130hd cells used after synthesis: 69
  • Leading cell types by total area after synthesis: sky130_fd_sc_hd__ha_1 (23%), sky130_fd_sc_hd__inv_1 (6.5%), sky130_fd_sc_hd__o21ai_0 (6.3%)
  • Yosys cell count: 384
  • Yosys top cell area share: 22.8%
  • Async set-reset flop share out of synthesis: 100%
  • Synthesized area: 2640 µm²
  • Yosys xor share: 6.31%
  • Count of flip-flops with a built-in enable after synthesis: 0

CTS
  • Hold buffer count at cts: 0
  • Post-CTS Setup Bufs: 0
  • Number of gates resized after cts: 0
  • Reg clk slew, reported paths: 0 ns

Finish
  • Filler cells: 857
  • Largest reg by FF count: zf
  • Registers with the most flip-flops: zf (1)
  • Area added between synthesis and finish: 22.8%
  • FF/Latch Area: 25.0 µm²
  • Logic area: 2340 µm²
  • Max FFs per register: 1
  • Fraction of layout cells with a size suffix above 1: 3.51%

Setup path
  • Crit Path Category: input port to output pin
  • Critical Path Source Type: input port
  • Setup crit end kind: output pin
  • Largest driver fanout on the critical path: 22
  • Data required time of the worst path: 10.00 ns
  • CP Data Arrival Time: 6.83 ns

Power
  • Worst-case vdd ir drop: 0.0195 mV
  • NetSw: 0.0779 mW
  • Power density over the cells: 47.6 nW/µm²
  • Part of the power in combinational logic: 97.9%
  • Sequential Power Share: 2.1%
  • Share of total power in the clock network: 0%
  • Switching portion of total power: 50.5%
  • Int Power: 0.0763 mW
  • Leakage power: 1.42 nW

Placement
  • Number of input and output port buffers inserted: 53
  • Detailed placer's ending HPWL: 6.92 mm
  • Post-place setup slack: 3.18 ns
  • Routability congestion estimate: 0.967

Run
  • Number of OpenROAD warnings: 45
  • Number of max-cap violations: 0

Global route
  • Number of global-route vias before repair: 2775
  • Overall routing resource usage: 13.1%
  • Wire length of the first global-routing pass: 14.0 mm
  • Remaining Overflow, GRT: 0
  • Maximum number of pins on one net before global-route repair: 54
  • Antenna violations before repair: 0

Min path
  • Class of the tightest hold or removal check: input port to async pin

Status
  • Run status: complete, no violations
## worst max-delay path, cell delays in order
cell	delay [ns]
sky130_fd_sc_hd__clkdlybuf4s50_1	0.45
sky130_fd_sc_hd__buf_4	0.26
sky130_fd_sc_hd__and2b_1	0.30
sky130_fd_sc_hd__nand2_1	0.31
sky130_fd_sc_hd__o21ai_0	0.22
sky130_fd_sc_hd__xnor2_1	0.17
sky130_fd_sc_hd__ha_1	0.37
sky130_fd_sc_hd__a2111o_1	0.45
sky130_fd_sc_hd__o211a_1	0.29
sky130_fd_sc_hd__o21a_1	0.19
sky130_fd_sc_hd__o21ai_0	0.20
sky130_fd_sc_hd__mux2_2	0.36
sky130_fd_sc_hd__o211ai_1	0.25
sky130_fd_sc_hd__clkdlybuf4s50_1	0.52
## Yosys cell counts, drive strengths merged, types with 7 or more instances
master   n
nand2b   7
inv     47
nand3    7
a21oi   24
buf      9
nor2    24
mux2i    9
o21ai   35
ha      48
xnor2   16
nand2   33
a211oi   7
## worst paths after layout
path                         startpoint      endpoint  slack [ns]  cells after the start
max                              sel[1]       out[13]        3.17                     14
min                                 rst  zf$_DFF_PN0_        2.65                      1
min in group clk0          zf$_DFF_PN0_            zf        3.24                      1
max in group asynchronous           rst  zf$_DFF_PN0_        9.75                      1
## cells by family after synthesis
kind of cell / count (synthesis)
AOI/OAI and AO/OA: 130
and+or+nand+nor: 113
buffers and inverters: 62
adders and majority gates: 49
xor gates and xnor gates: 19
muxes: 10
DFF: 1
## cells in the final DEF (no fill, tap or decap), types with 9 or more instances in the layout
cell type,n
sky130_fd_sc_hd__a21oi_1,24
sky130_fd_sc_hd__clkdlybuf4s50_1,52
sky130_fd_sc_hd__ha_1,48
sky130_fd_sc_hd__inv_1,46
sky130_fd_sc_hd__mux2i_1,9
sky130_fd_sc_hd__nand2_1,33
sky130_fd_sc_hd__nor2_1,24
sky130_fd_sc_hd__o21ai_0,33
sky130_fd_sc_hd__xnor2_1,16
## routing by layer
layer / routed length (µm) / up-vias / GRT usage [%] / share of wire [%]
met2: 3910 / 89 / 22.4 / 46
met5: 0 / - / 0 / 0
met4: 117 / 0 / 1.95 / 1.4
met3: 517 / 8 / 1.63 / 6.1
met1: 3980 / 1239 / 17.5 / 47
li1: - / 1484 / - / -
## metrics by stage
stage          instances  instance area (µm²)  hold WS, ns  utilization (%)  total power, mW
3_3_place_gp         532                 3240         2.65             39.4            0.153
3_5_place_dp         532                 3240         2.65             39.4            0.154
6_report             532                 3240         2.65             39.4            0.154
5_1_grt              532                 3240         2.67             39.4            0.172
4_1_cts              532                 3240         2.65             39.4            0.155
2_1_floorplan        384                 2640         2.20                -           0.0959
## cell type report
type | count | share of cell area, %
Timing Repair Buffer | 58 | 17.4
Inverter | 47 | 5.53
Tap cell | 105 | 4.06
Multi-Input combinational cell | 321 | 72.3
Sequential cell | 1 | 0.773
## power groups by stage
stage | Sequential, mW | Combinational [mW] | Clock [mW]
4_1_cts | 0.00330 | 0.152 | 0
5_1_grt | 0.00330 | 0.169 | 0
6_report | 0.00330 | 0.151 | 0
Power is estimated from default activity; no workload was simulated.
